$ cat /design/flow/run.sh
#!/bin/bash
# OpenROAD 26Q1-2900-gdf79404cd8, Yosys 0.63+post, stock flow scripts
make -C /OpenROAD-flow-scripts/flow DESIGN_CONFIG=/design/flow/config.mk WORK_HOME=/design/flow/orfs finish
$ cat /design/flow/config.mk
export PLATFORM = sky130hd
export DESIGN_NAME = shift_counter
export DESIGN_NICKNAME = shift_counter
export VERILOG_FILES = /design/flow/design.v
export SDC_FILE = /design/flow/constraint.sdc
export NUM_CORES = 4
export LEC_CHECK = 1
export CORE_AREA = 10 10 70 70
export DIE_AREA = 0 0 80 80
$ cat /design/flow/design.v
module shift_counter(count, clk, reset);
output reg [7:0] count = 8'b0000_0001;
input clk, reset;
reg [4:0] flag; 
always @ (posedge clk)
begin
  if (reset) 
  begin
    count <= 1;
    flag <= 0;
  end
  else begin
    if (flag<3)
    begin 
      flag <= flag + 1;
      count <= 1;
    end
    else if (flag>=3 && flag<10)
    begin
      flag <= flag +1;
      count <= count << 1;
    end
    else if (flag>=10 && flag<17)
    begin
      flag <= flag + 1;
      count <= count >> 1;
    end
    else begin
      flag <= 0;
      count <= 1;
    end
  end
end
endmodule
$ cat /design/flow/constraint.sdc
current_design shift_counter

set clk_period 2.9
set clk_io_pct 0.2

create_clock -name clk0 -period $clk_period [get_ports {clk}]

set non_clock_inputs [all_inputs -no_clocks]
set_input_delay [expr $clk_period * $clk_io_pct] -clock clk0 $non_clock_inputs
set_output_delay [expr $clk_period * $clk_io_pct] -clock clk0 [all_outputs]
==> results.txt <==
Synthesis and PnR results.

- The endpoint kind of the worst setup timing path is a register.
- The achievable clock frequency reads 514 MHz.
- Synthesis inferred 13 register bits.
- Per the detailed-route log, wirelength across all metal layers totals 1130 um.
- The layout cell share with drive strength beyond 1 is 15.1%.
- The slew at the pin closest to its max-slew limit reads 0.737 ns.
- The cell resize tally after clock tree synthesis reads 0.
- The worst setup path category is reg -> reg.
- The core region is between 3000 and 4000 sq um.
- Measured against its own limit, the worst slew margin works out to 50.8%.
- The total number of vias is about 450.
- The die width is 80 um.
- The count of clock tree sinks is 13.
- The residual DRC count reads 0.
- Overall routing resource usage recorded by global route was between 3 and 4%.
- The maximum number of pins on one net before global-route repair reads 15.
- The total number of warnings across the stage logs reads 26.
- The total placed cells including tap cells reads 115.
- The final number of hold-violating endpoints reads 0.
- The TritonCTS clock tree reads done.
- The remaining antenna violation count after routing is 0.
- The hold buffer count at CTS reads 0.
- The CTS root buffer is sky130_fd_sc_hd__clkbuf_4.
- The later pin in the worst-skew pair is clocked with a latency of 0.27 ns.
- The post-detailed-route wirelength per cell reads 9.50 um.
- The final layout reports a setup TNS of 0 ns.
- The row count reads 21.
- Post-CTS timing repair inserted 0 buffers for setup.
- Per the post-synthesis report, the number of cells in the design is around 64.
- The aggregate global routing overflow is 0.
- The leakage power summed over all cells is ~0.24 nW.
- At the worst endpoint, the required time is 3.10 ns.
- The core utilization at floorplan reads 17.9%.
- The most common logic cells in the final layout are sky130_fd_sc_hd__dfxtp_1, sky130_fd_sc_hd__clkdlybuf4s50_1, sky130_fd_sc_hd__nand2_1, sky130_fd_sc_hd__a21oi_1.
- The number of antenna cells inserted is 0.
- STA classifies the critical path startpoint as a register.
- Each instance of the synthesized netlist takes up on average 9.56 sq um.
- The number of endpoints failing setup at the final stage is 0.
- The number of antenna violations at the first check in global routing is 0.
- The report lists the power per cell area as 441 nW/um^2.
- The global-route wire length before repair is 1970 um.
- Setup repair after global routing left no endpoint under its margin.
- The die area is 6400 sq um.
- The total of max-cap violations is 0.
- At the end of routability-driven placement, the weighted congestion stood at 0.847.
- The reg2reg setup slack is 0.95 ns.
- The mapped cell area reads 612 sq um.
- Compared with the post-synthesis result, the final layout area differs by 22.9%.
- After synthesis, flip-flops and latches occupy 42.5% of the total area.
- For this design, the slowest cell found on the critical path is sky130_fd_sc_hd__a2111oi_0.
- The number of iterations in the first detailed-routing pass reads 3.
- Listed in order, past its start point the critical path passes ha_1 -> a2111oi_0 -> a211oi_2 -> or3b_1 -> a21oi_1.
- The half-perimeter wire length after placement reads 855 um.
- The most frequent logic cell in the layout is sky130_fd_sc_hd__dfxtp_1.
- The final setup skew reads 0.00470 ns.
- The total of fill cells in the finished design reads 390.
- The worst-path maximum fanout reads 14.
- The synthesized netlist was found by Yosys to have 64 cells.
- The final critical-path required period reads 1.95 ns.
- In this run, CTS created clock tree buffers numbering 3.
- The yosys synthesis chip area reads 612 sq um.
- The via-per-instance ratio reads approximately 3.8.
- Summing all multi-input logic gate instances after layout gives 307 sq um.
- Pin placement for this block handled 10 I/O pins.
- The path type of the worst min-delay path reads reg -> reg.
- The run finished with clean final reports.
- The height of the die reads 80 um.
- The final instance area reads 752 sq um.
- The part of the cycle the worst path needs is between 60% and 70%.
- The endpoint arrival time on the critical path reads 2.15 ns.
- After layout, the worst setup slack is roughly 0.95 ns.
- The number of DRC violations after detailed-routing iteration 0 is 5.
- The number of global-route vias before repair is 423.
- The number of max-slew violations in the final report is 0.
- Across the whole layout, storage elements account for 260 sq um.
- For this run, the number of standard cells in the final layout without fillers is roughly 120.
- The count of synthesis-stage warnings from yosys reads 1.
- During placement, the flow inserted port buffers numbering 9.
- The longest individual stage delay on the worst path is 0.48 ns.
- Final hold analysis gives a worst-case slack of roughly 0.47 ns.
- The instance area at placement is approximately 730 sq um.
- VDD sags by at most around 0.13 mV.
- The pre-CTS setup slack reads 0.949 ns.
- Synthesis instantiated 24 different standard cells from the library.
- The clock passes through at most 2 buffers.
- The number of H-tree branching levels reads 1.
- The clock-pin slew reported for the worst setup and hold paths after clock tree synthesis is approximately 0.07 ns.
-- power breakdown --
| group | total [mW] | internal, mW | switching [mW] |
|---|---|---|---|
| clock | 0.105 | 0.0532 | 0.0523 |
| combinational | 0.0361 | 0.0167 | 0.0194 |
| sequential | 0.190 | 0.183 | 0.00713 |
-- registers in the layout, indices dropped and copies added, names as in the netlist --
| name | count |
|---|---|
| count | 8 |
| flag | 5 |
-- metal layers --
| metal | track usage (%) | wire length [um] | vias up |
|---|---|---|---|
| met4 | 1.06 | 17 | 0 |
| met3 | 1.70 | 89 | 2 |
| met5 | 0 | 0 | - |
| met2 | 5.06 | 469 | 11 |
| li1 | - | - | 241 |
| met1 | 5.07 | 555 | 193 |
-- path summary, 6_finish.rpt --
kind | start | end | cells past startpoint
setup / recovery | flag[1]$_SDFF_PP0_ | count[1]$_SDFF_PP0_ | 5
setup reg to reg | flag[1]$_SDFF_PP0_ | count[1]$_SDFF_PP0_ | 5
hold reg to reg | count[0]$_SDFF_PP1_ | count[1]$_SDFF_PP0_ | 2
hold / removal | count[0]$_SDFF_PP1_ | count[1]$_SDFF_PP0_ | 2
-- through the flow --
| step | power, mW | util, % |
|---|---|---|
| 3_5_place_dp | 0.230 | 21.2 |
| 5_1_grt | 0.355 | 22.0 |
| 2_1_floorplan | 0.228 | - |
| 6_report | 0.331 | 22.0 |
| 4_1_cts | 0.338 | 22.0 |
| 3_3_place_gp | 0.229 | 21.2 |
-- cells by family after synthesis --
family / after synthesis / share of synthesized area (%)
simple gates: 26 / 24.9
buf+inv: 7 / 7.36
fa+ha+maj: 2 / 4.09
xor+xnor: 3 / 4.30
compound gates: 13 / 16.8
flops: 13 / 42.5
-- synth_stat cells --
library cell | n | area (sq um)
sky130_fd_sc_hd__or2b_2 | 1 | 8.76
sky130_fd_sc_hd__nor2_1 | 5 | 18.8
sky130_fd_sc_hd__buf_6 | 2 | 22.5
sky130_fd_sc_hd__dfxtp_1 | 13 | 260
sky130_fd_sc_hd__o22a_4 | 1 | 17.5
sky130_fd_sc_hd__or3b_1 | 5 | 43.8
sky130_fd_sc_hd__a21o_2 | 1 | 8.76
sky130_fd_sc_hd__o21bai_1 | 1 | 7.51
sky130_fd_sc_hd__nor2b_2 | 1 | 8.76
sky130_fd_sc_hd__or4_4 | 1 | 11.3
sky130_fd_sc_hd__clkbuf_1 | 1 | 3.75
sky130_fd_sc_hd__or2_2 | 2 | 12.5
sky130_fd_sc_hd__nor3_1 | 2 | 10.0
sky130_fd_sc_hd__a21oi_1 | 6 | 30.0
sky130_fd_sc_hd__or3_1 | 1 | 6.26
sky130_fd_sc_hd__a2111oi_0 | 3 | 26.3
sky130_fd_sc_hd__ha_1 | 2 | 25.0
sky130_fd_sc_hd__buf_4 | 1 | 7.51
sky130_fd_sc_hd__inv_1 | 3 | 11.3
sky130_fd_sc_hd__nand3_1 | 2 | 10.0
sky130_fd_sc_hd__xnor2_1 | 2 | 17.5
sky130_fd_sc_hd__xor2_1 | 1 | 8.76
sky130_fd_sc_hd__a211oi_2 | 1 | 12.5
sky130_fd_sc_hd__nand2_1 | 6 | 22.5
-- critical path, delay by kind of cell (launching register included) --
| family | cells | cell delay (ns) |
|---|---|---|
| AND/OR/NAND/NOR | 1 | 0.41 |
| adder cells (fa/ha/maj) | 1 | 0.25 |
| AND-OR/OR-AND | 3 | 0.85 |
| flip-flops | 1 | 0.38 |
-- cell type report --
cell class	instances	share of cell area [%]
clock buffer	4	3.49
multi-input combinational	44	40.8
sequential	13	34.6
inverter	3	1.50
timing repair buffer	9	12.0
tap	46	7.65
No activity file was given, so power comes from the tool's default toggle rates.
