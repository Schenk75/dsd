==> design.v <==
module ALU(c_out, sum, oper, a, b, c_in);
output reg c_out;
output reg [7:0] sum;
input [2:0] oper;
input [7:0] a;
input [7:0] b;
input c_in;
wire [7:0] abar, bbar;
wire c_inbar;
assign abar = ~a;
assign bbar = ~b;
assign c_inbar = ~c_in;
always @ (*)
begin
  case (oper)
    3'd0: {c_out, sum} = a + b + c_in;
    3'd1: {c_out, sum} = a + bbar + c_in;
    3'd2: {c_out, sum} = abar + b + c_inbar;
    3'd3: {c_out, sum} = {1'b0, a|b};
    3'd4: {c_out, sum} = {1'b0, a&b};
    3'd5: {c_out, sum} = {1'b0, abar&b};
    3'd6: {c_out, sum} = {1'b0, a^b};
    3'd7: {c_out, sum} = {1'b0, a~^b};
  default:  {c_out, sum} = 9'b0;
  endcase
end
endmodule
==> run.sh <==
#!/bin/bash
# OpenROAD 26Q1-2900-gdf79404cd8, Yosys 0.63+post, stock flow scripts
make -C /OpenROAD-flow-scripts/flow DESIGN_CONFIG=/design/flow/config.mk WORK_HOME=/design/flow/orfs finish
==> config.mk <==
export PLATFORM = sky130hd
export DESIGN_NAME = ALU
export DESIGN_NICKNAME = ALU
export VERILOG_FILES = /design/flow/design.v
export SDC_FILE = /design/flow/constraint.sdc
export NUM_CORES = 4
export LEC_CHECK = 1
export CORE_AREA = 10 10 91 91
export DIE_AREA = 0 0 101 101
==> constraint.sdc <==
current_design ALU

set clk_period 8.3
set clk_io_pct 0.2

create_clock -name clk0 -period $clk_period

set non_clock_inputs [all_inputs -no_clocks]
set_input_delay [expr $clk_period * $clk_io_pct] -clock clk0 $non_clock_inputs
set_output_delay [expr $clk_period * $clk_io_pct] -clock clk0 [all_outputs]
==> flow_metrics.py <==
# Synthesis and PnR figures
metrics = {
    "place": {
        "post-place-cells": 341,
        "place_area_um2": 2120,
        "place_ws_ns": 1.84,
        "port-buffer-count": 29,
        "dp_hpwl_um": 4080,
        "gp_congestion": 0.916,
    },
    "routing": {
        "ant_nets": 0,
        "routed_wl_um": 5130,
        "num_vias": 1819,
        "insertedDiodeCount": 0,
        "drtPass1Iterations": 4,
        "drtIter0Drc": 206,
        "viasPerCell": 5.33,
        "drcViolationCount": 0,
        "routedWlPerCell_um": 15.0,
    },
    "power_and_ir_drop": {
        "power_density_nw_per_um2": 63.7,
        "peakVddDrop_v": 0.0000319,
        "leakage_nw": 0.916,
    },
    "worst_setup_path": {
        "critPathMaxStageDelay_ns": 0.54,
        "cp-start-kind": "input pin",
        "crit_family": "buffers and inverters",
        "worstPathArrival_ns": 4.82,
        "critPathRequiredTime_ns": 6.64,
        "cp-end-kind": "output port",
        "cp_slowest_cell": "clkdlybuf4s50_1",
        "path_cells": "clkdlybuf4s50_1, inv_1, fa_1, fa_1, o21ba_2, nand2b_1, a21boi_0, o21ai_0, and3_1, nor3_1, clkdlybuf4s50_1",
        "cp_max_fo": 3,
        "cp_num_buf_inv": 3,
        "critical_path_class": "in2out",
    },
    "synth": {
        "topCellsByArea": "ha_1, fa_1, inv_1, a21oi_1, nand2_1",
        "synthSimpleGateAreaFrac": 0.198,
        "yosysTopAreaCellShare": 0.201,
        "xor_share": 0.0436,
        "yosysWarnings": 1,
        "mux_area_frac": 0.0388,
        "ys_cells": 246,
        "synthAoiAreaFrac": 0.339,
        "seq_area_frac_synth": 0,
        "ys_area_um2": 1810,
        "synth.largest_area_cell": "ha_1",
        "synthCells": 246,
        "adder_share": 0.267,
        "topCombFamilyByArea": "AND-OR/OR-AND gates",
        "post-synth-top-count-cell": "ha_1",
        "synth_cell_types": 63,
        "avgSynthCellArea_um2": 7.34,
        "common_cells": "ha_1, inv_1, nand2_1, a21oi_1, nor2_1",
        "synth.cell_area_um2": 1810,
    },
    "floorplanning": {
        "num_rows": 29,
        "die_y_um": 101,
        "coreArea_um2": 6350,
        "boundaryPins": 29,
        "fp.dieW_um": 101,
        "chipArea_um2": 10200,
        "floorplan.core_util": 0.285,
    },
    "timing": {
        "finalSetupTns_ns": 0,
        "fin_crit_ns": 6.48,
        "grt_setup_unrepaired": "no",
        "maxClockFrequency_mhz": 154,
        "finalSetupViolCount": 0,
        "hold_violations": 0,
        "fin_ws_ns": 1.82,
        "report.final.slew_viol_count": 0,
        "relSlewSlack": 0.494,
        "period_used_share": 0.781,
        "worst_pin_slew_ns": 0.757,
    },
    "cells_and_area": {
        "num-fill-cells": 658,
        "nClkBuffers": 0,
        "logic_area_um2": 1600,
        "postLayoutCoreUtil": 0.333,
        "layout.cells.non_filler": 341,
        "drive_above_1_share": 0.0568,
        "fin_area_um2": 2120,
        "area_growth_pct": 17.2,
        "ff_count": 0,
        "regArea_um2": 0,
    },
    "min_path": {
        "hold_path_class": "in2out",
    },
    "global_route": {
        "grt_pass1_wl_um": 8480,
        "grt_max_degree": 39,
        "antenna_found_initial": 0,
        "grt-ovfl-total": 0,
        "gr-usage-all-layers": 0.0987,
        "grt_pass1_vias": 1699,
    },
    "outcome": {
        "status": "finished, final reports clean",
    },
    "flow_run": {
        "cap_violations": 0,
        "warnings": 54,
    },
    "clock_network": {
        "ctsHoldBuffers": 0,
        "cts_setup_buffers": 0,
        "ctsResizeCount": 0,
    },
}
final timing paths:
check                 slack (ns)  cells past startpoint  from     end
worst max-delay path        1.82                     11  a[0]   c_out
worst min-delay path        4.42                      4  b[0]  sum[0]
cells in the final DEF (no fill, tap or decap), drive strengths merged, types with 3 or more instances in the layout:
| master | count |
|---|---|
| a211o | 3 |
| a211oi | 3 |
| a21oi | 18 |
| a221oi | 3 |
| a31oi | 4 |
| clkdlybuf4s50 | 29 |
| fa | 6 |
| ha | 29 |
| inv | 29 |
| mux2i | 7 |
| nand2 | 20 |
| nand2b | 4 |
| nand3 | 4 |
| nor2 | 14 |
| nor2b | 6 |
| nor3 | 10 |
| o21ai | 14 |
| o21bai | 3 |
| o221ai | 6 |
| o22ai | 5 |
| or3 | 4 |
| xnor2 | 6 |
| xor2 | 3 |
layout make-up:
type               count  area share
repair buffers        31       0.144
inverters             30      0.0532
well taps             77      0.0455
multi-input cells    203       0.757
metal layers:
layer / GRT usage / wire (um)
met1: 0.152 / 2530
met4: 0.00536 / 31
met5: 0 / 0
met3: 0.00832 / 376
met2: 0.152 / 2200
power breakdown:
group | total, mW | switching [mW] | internal [mW]
logic | 0.135 | 0.0715 | 0.0633
clock network | 0 | 0 | 0
registers | 0 | 0 | 0
total | 0.135 | 0.0715 | 0.0633
cell families after synthesis:
| logic type | Yosys count |
|---|---|
| adders and majority gates | 35 |
| and+or+nand+nor | 70 |
| AOI/OAI and AO/OA | 82 |
| muxes | 7 |
| buffers and inverters | 43 |
| xor gates and xnor gates | 9 |
metrics by stage:
| step | hold WS, ns | total power, mW |
|---|---|---|
| CTS | 4.43 | 0.135 |
| global placement | 4.43 | 0.134 |
| detailed placement | 4.42 | 0.134 |
| global route | 4.50 | 0.150 |
| floorplan | 3.43 | 0.0903 |
| finish | 4.42 | 0.135 |
Power figures rest on the tool's default switching activity, not on a simulated workload.
