File: design.v
module sram(dout, din, addr, wr, rd, cs);
  output [7:0] dout;
  input [7:0] din;
  input [7:0] addr;
  input wr, rd, cs;
  reg [7:0] store[0:255];
  reg [7:0] out;
  assign dout = (cs && ~wr && ~rd) ? out : 8'bz;
  always @ (posedge wr)
  begin 
    if (cs) store[addr] <= din;
  end
  always @ (*)
  begin 
    if (cs && ~wr && ~rd) out <= store[addr];
  end
endmodule
File: run.sh
#!/bin/bash
# OpenROAD 26Q1-2900-gdf79404cd8, Yosys 0.63+post, stock flow scripts
make -C /OpenROAD-flow-scripts/flow DESIGN_CONFIG=/design/flow/config.mk WORK_HOME=/design/flow/orfs finish
File: config.mk
export PLATFORM = sky130hd
export DESIGN_NAME = sram
export DESIGN_NICKNAME = sram
export VERILOG_FILES = /design/flow/design.v
export SDC_FILE = /design/flow/constraint.sdc
export NUM_CORES = 4
export LEC_CHECK = 1
export CORE_UTILIZATION = 30
File: constraint.sdc
current_design sram

set clk_period 14.0
set clk_io_pct 0.2

create_clock -name clk0 -period $clk_period [get_ports {wr}]

set non_clock_inputs [all_inputs -no_clocks]
set_input_delay [expr $clk_period * $clk_io_pct] -clock clk0 $non_clock_inputs
set_output_delay [expr $clk_period * $clk_io_pct] -clock clk0 [all_outputs]
==> impl_metrics.xml <==
<?xml version="1.0" encoding="UTF-8"?>
<metrics>
  <group name="power">
    <metric name="pwr-share-clk" unit="">0.417</metric>
    <metric name="total_power" unit="mW">12.6</metric>
    <metric name="netSwitchingPower" unit="mW">2.64</metric>
    <metric name="swShare" unit="">0.210</metric>
    <metric name="power_density" unit="nW/µm²">140</metric>
    <metric name="total_leakage_power" unit="nW">26.9</metric>
    <metric name="power_report.internal_total" unit="mW">9.94</metric>
    <metric name="vdd_ir_drop_max" unit="µV">102</metric>
    <metric name="p_comb_frac" unit="">0.045</metric>
    <metric name="sequentialPowerShare" unit="">0.538</metric>
  </group>
  <group name="synth">
    <metric name="topCellsByArea" unit="">sky130_fd_sc_hd__edfxtp_1 78%, sky130_fd_sc_hd__mux4_2 15%, sky130_fd_sc_hd__a22oi_1 2.5%</metric>
    <metric name="yosys.area.top_type_share" unit="">0.784</metric>
    <metric name="synth_stat.cells" unit="">3548</metric>
    <metric name="top_area_cell" unit="">sky130_fd_sc_hd__edfxtp_1</metric>
    <metric name="synthesis_area_per_yosys" unit="µm²">78400</metric>
    <metric name="syn_area" unit="µm²">78400</metric>
    <metric name="ys_types" unit="">22</metric>
    <metric name="postSynthCellCount" unit="">3548</metric>
    <metric name="synth-warning-count" unit="">2</metric>
    <metric name="avgSynthCellArea" unit="µm²">22.1</metric>
    <metric name="ys_seq_elements" unit="">2056</metric>
  </group>
  <group name="clocking">
    <metric name="postCtsSetupRepairBufs" unit="">0</metric>
    <metric name="cts-resized-gates" unit="">0</metric>
    <metric name="cts_hold_buf" unit="">0</metric>
    <metric name="clk_pin_slew" unit="ps">60</metric>
    <metric name="cts_tree" unit="">done</metric>
    <metric name="clock_latency_at_the_later_pin_of_the_worst_skew_pair" unit="ps">950</metric>
  </group>
  <group name="setup_path">
    <metric name="timing.rr.end" unit="">out[5]$_DLATCH_P_</metric>
    <metric name="critical_path.endpoint_type" unit="">latch</metric>
    <metric name="crit_fanout" unit="">48</metric>
    <metric name="setup_crit_path_kind" unit="">input pin to latch</metric>
    <metric name="reg2reg_slack" unit="ps">4570</metric>
    <metric name="worst_setup_path_start_kind" unit="">input pin</metric>
    <metric name="worstRegToRegCells" unit="">6</metric>
    <metric name="critical_path_required" unit="ps">8180</metric>
    <metric name="timing.critical_path.arrival" unit="ps">6360</metric>
    <metric name="regToRegStartpoint" unit="">store[106][5]$_DFFE_PP_</metric>
  </group>
  <group name="final_timing">
    <metric name="fin_worst_skew" unit="ps">105</metric>
    <metric name="final_hold_violation_tally" unit="">0</metric>
    <metric name="slew_viol_final" unit="">0</metric>
    <metric name="worst_setup_slack_after_layout" unit="ps">1830</metric>
    <metric name="max_slew.worst_pin.slew" unit="ps">1210</metric>
    <metric name="maxSlewHeadroom" unit="">0.184</metric>
    <metric name="setup_violations_final" unit="">0</metric>
    <metric name="rsz_0062_raised_after_global_routing" unit="">no</metric>
    <metric name="timing.setup.tns" unit="ps">0</metric>
  </group>
  <group name="grt">
    <metric name="via_count_of_the_first_global_routing_pass" unit="">41300</metric>
    <metric name="grt_util_all_layers" unit="">0.157</metric>
    <metric name="antenna_found_initial" unit="">3</metric>
    <metric name="grt_overflow" unit="">0</metric>
    <metric name="wire_length_of_the_first_global_routing_pass" unit="µm">280000</metric>
    <metric name="grt_max_degree" unit="">113</metric>
  </group>
  <group name="floorplan">
    <metric name="die_extent_in_x" unit="µm">513</metric>
    <metric name="fp-utilization" unit="">0.302</metric>
    <metric name="area_of_the_placeable_core" unit="µm²">260000</metric>
    <metric name="die_height" unit="µm">513</metric>
    <metric name="fp.dieArea" unit="µm²">263000</metric>
    <metric name="std_cell_rows" unit="">187</metric>
    <metric name="io_pins" unit="">27</metric>
  </group>
  <group name="detailed_routing">
    <metric name="post_drt_wl_per_cell" unit="µm">26.2</metric>
    <metric name="routed_via_density" unit="">5.06</metric>
    <metric name="first_iter_violations" unit="">2351</metric>
    <metric name="highest_routing_layer_actually_used" unit="">met5</metric>
    <metric name="met3WireLength" unit="µm">29500</metric>
    <metric name="wl" unit="µm">191000</metric>
    <metric name="route.layer.met1.wl" unit="µm">63600</metric>
    <metric name="final_antenna_net_count" unit="">0</metric>
    <metric name="post-route-drc-count" unit="">0</metric>
    <metric name="num_vias" unit="">37000</metric>
    <metric name="drt_first_pass_iters" unit="">5</metric>
    <metric name="wl_met2" unit="µm">91800</metric>
  </group>
  <group name="job">
    <metric name="tool_warnings" unit="">29</metric>
    <metric name="drv.max_cap_violation_count" unit="">0</metric>
  </group>
  <group name="min_path">
    <metric name="hp-class" unit="">flop to latch</metric>
    <metric name="end_of_the_worst_hold_path" unit="">out[7]$_DLATCH_P_</metric>
    <metric name="worstHoldStart" unit="">store[51][7]$_DFFE_PP_</metric>
    <metric name="hold_depth" unit="">5</metric>
  </group>
  <group name="placement">
    <metric name="global_placement_routability_congestion" unit="">0.876</metric>
    <metric name="pre_cts_slack" unit="ps">641</metric>
    <metric name="dp_hpwl" unit="µm">113000</metric>
    <metric name="buffer_ports.inserted" unit="">26</metric>
    <metric name="placed_area" unit="µm²">83600</metric>
  </group>
  <group name="outcome">
    <metric name="status" unit="">complete, no violations</metric>
  </group>
  <group name="layout">
    <metric name="final_layout_size_suffix_gt1_frac" unit="">0.253</metric>
    <metric name="syn_to_final_growth" unit="%">14.9</metric>
    <metric name="finish.utilization" unit="">0.347</metric>
    <metric name="finish.instance_area" unit="µm²">90100</metric>
  </group>
</metrics>
[state kept, by name, summed over array words and instances, names as in the netlist]
signal / count
out: 8
store: 2048
[kinds of logic (layout without fill, tap and decap cells)]
logic type	Yosys count	after routing	share of synthesized area
latches	8	8	0.00153
other cells	0	5	0
buf+inv	233	585	0.0137
flops	2048	2048	0.784
simple gates	331	331	0.0174
mux	512	512	0.147
compound gates	416	416	0.0362
[routing by layer]
metal	up-vias	GRT usage
li1	15500	-
met2	2108	0.238
met3	306	0.115
met4	6	0.0450
met1	19100	0.177
met5	-	0.00712
[worst max-delay path by stage]
stage / startpoint / to / slack (ps) / depth (start not counted)
finish: addr[0] / out[3]$_DLATCH_P_ / 1830 / 8
CTS: out[4]$_DLATCH_P_ / dout[4] / 1850 / 1
global route: addr[0] / out[1]$_DLATCH_P_ / 1690 / 9
[layout make-up]
| cell class | count | area, µm² |
|---|---|---|
| flip-flops and latches | 2056 | 61600 |
| clock buffers | 257 | 5430 |
| clock inverters | 119 | 1040 |
| multi-input cells | 1259 | 15800 |
| fillers | 23600 | 170000 |
| well taps | 3402 | 4260 |
| repair buffers | 208 | 1960 |
| diodes | 5 | 12.5 |
| inverters | 1 | 3.75 |
[power by group through the flow]
stage / registers [mW] / logic [mW] / clock network, mW
4_1_cts: 6.77 / 0.577 / 5.36
5_1_grt: 6.77 / 0.610 / 5.58
6_report: 6.77 / 0.566 / 5.25
[worst max-delay path, stage by stage]
cell                      delay (ps)
sky130_fd_sc_hd__buf_8           480
sky130_fd_sc_hd__buf_12          330
sky130_fd_sc_hd__buf_4           400
sky130_fd_sc_hd__mux4_2          550
sky130_fd_sc_hd__a22oi_1         280
sky130_fd_sc_hd__a21oi_1         180
sky130_fd_sc_hd__o41ai_1        1010
sky130_fd_sc_hd__nand4_1         200
[cell usage in the layout (no fill, tap or decap), types with 8 or more instances in the layout]
cell,synthesis,layout
sky130_fd_sc_hd__buf_8,0,10
sky130_fd_sc_hd__a22oi_1,256,256
sky130_fd_sc_hd__clkbuf_16,0,210
sky130_fd_sc_hd__clkinv_1,0,55
sky130_fd_sc_hd__nor2_1,232,231
sky130_fd_sc_hd__nand2_1,28,28
sky130_fd_sc_hd__nand4_1,8,8
sky130_fd_sc_hd__edfxtp_1,2048,2048
sky130_fd_sc_hd__clkinv_2,0,31
sky130_fd_sc_hd__dlxtp_1,8,8
sky130_fd_sc_hd__buf_4,10,159
sky130_fd_sc_hd__buf_12,0,23
sky130_fd_sc_hd__clkdlybuf4s50_1,0,16
sky130_fd_sc_hd__clkbuf_1,144,47
sky130_fd_sc_hd__bufinv_16,0,14
sky130_fd_sc_hd__nor3_1,31,31
sky130_fd_sc_hd__nand3_1,13,13
sky130_fd_sc_hd__mux4_2,512,512
sky130_fd_sc_hd__o41ai_1,32,32
sky130_fd_sc_hd__a21oi_1,128,128
[synthesized netlist by cell type (all sizes together)]
cell type,instances
nand4,8
or2,2
mux4,512
a22oi,256
buf,88
clkbuf,144
o41ai,32
dlxtp,8
nor2,232
nand3,13
and2,3
nor2b,7
or3,1
inv,1
nand2b,6
nand2,28
nor3,31
edfxtp,2048
a21oi,128
[metrics by stage]
| stage | hold slack (ps) | std cells |
|---|---|---|
| 6_report | 1210 | 7307 |
| 5_1_grt | 1270 | 7304 |
| 4_1_cts | 1230 | 7302 |
| 3_5_place_dp | 1100 | 6926 |
| 3_3_place_gp | 1130 | 6926 |
| 2_1_floorplan | 975 | 3548 |
No activity file was given, so power comes from the tool's default toggle rates.
